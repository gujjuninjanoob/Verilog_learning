==> flow/design.v <==
module comparator(A,B,g,l,e);
input [3:0]A;
input [3:0]B;
output g,l,e;
wire [3:0]w;
xnor(w[0],A[0],B[0]);
xnor(w[1],A[1],B[1]);
xnor(w[2],A[2],B[2]);
xnor(w[3],A[3],B[3]);
assign g=(A[3]&&(~B[3]))||(w[3]&&A[2]&&(~B[2]))||(w[3]&&w[2]&&A[1]&&(~B[1]))||(w[3]&&w[2]&&w[1]&&A[0]&&(~B[0]));
assign e=w[3]&&w[2]&&w[1]&&w[0];
assign l=(B[3]&&(~A[3]))||(w[3]&&B[2]&&(~A[2]))||(w[3]&&w[2]&&B[1]&&(~A[1]))||(w[3]&&w[2]&&w[1]&&B[0]&&(~A[0]));
endmodule
module tcomp;
reg [3:0]tA,tB;
wire tg,tl,te;
comparator c0 (tA,tB,tg,tl,te);
initial begin 
    tA=4'b0000 ;tB=4'b0000;
  $strobe($time,"A=%0b, B=%0b, Greater=%0b, Equal=%0b, lesser=%0b",tA,tB,tg,te,tl);
#10;tA=4'b0000 ;tB=4'b0001;  $strobe($time,"A=%0b, B=%0b, Greater=%0b, Equal=%0b, lesser=%0b",tA,tB,tg,te,tl); 
#10;tA=4'b0000 ;tB=4'b0010;  $strobe($time,"A=%0b, B=%0b, Greater=%0b, Equal=%0b, lesser=%0b",tA,tB,tg,te,tl);
#10;tA=4'b0000 ;tB=4'b0011;  $strobe($time,"A=%0b, B=%0b, Greater=%0b, Equal=%0b, lesser=%0b",tA,tB,tg,te,tl);
#10;tA=4'b0000 ;tB=4'b0100;  $strobe($time,"A=%0b, B=%0b, Greater=%0b, Equal=%0b, lesser=%0b",tA,tB,tg,te,tl);
#10;tA=4'b0000 ;tB=4'b0101;  $strobe($time,"A=%0b, B=%0b, Greater=%0b, Equal=%0b, lesser=%0b",tA,tB,tg,te,tl);
#10;tA=4'b0000 ;tB=4'b0110;  $strobe($time,"A=%0b, B=%0b, Greater=%0b, Equal=%0b, lesser=%0b",tA,tB,tg,te,tl);
#10;tA=4'b0000 ;tB=4'b0111;  $strobe($time,"A=%0b, B=%0b, Greater=%0b, Equal=%0b, lesser=%0b",tA,tB,tg,te,tl);
#10;tA=4'b0000 ;tB=4'b1000;  $strobe($time,"A=%0b, B=%0b, Greater=%0b, Equal=%0b, lesser=%0b",tA,tB,tg,te,tl);
#10;tA=4'b0000 ;tB=4'b1001;  $strobe($time,"A=%0b, B=%0b, Greater=%0b, Equal=%0b, lesser=%0b",tA,tB,tg,te,tl);
#10;tA=4'b0000 ;tB=4'b1010;  $strobe($time,"A=%0b, B=%0b, Greater=%0b, Equal=%0b, lesser=%0b",tA,tB,tg,te,tl);
#10;tA=4'b0000 ;tB=4'b1011;  $strobe($time,"A=%0b, B=%0b, Greater=%0b, Equal=%0b, lesser=%0b",tA,tB,tg,te,tl);
#10;tA=4'b0000 ;tB=4'b1100;  $strobe($time,"A=%0b, B=%0b, Greater=%0b, Equal=%0b, lesser=%0b",tA,tB,tg,te,tl);
#10;tA=4'b0000 ;tB=4'b1101;  $strobe($time,"A=%0b, B=%0b, Greater=%0b, Equal=%0b, lesser=%0b",tA,tB,tg,te,tl);
#10;tA=4'b0000 ;tB=4'b1110;  $strobe($time,"A=%0b, B=%0b, Greater=%0b, Equal=%0b, lesser=%0b",tA,tB,tg,te,tl);
#10;tA=4'b0000 ;tB=4'b1111;  $strobe($time,"A=%0b, B=%0b, Greater=%0b, Equal=%0b, lesser=%0b",tA,tB,tg,te,tl);
#10;tA=4'b0000 ;tB=4'b0000;  $strobe($time,"A=%0b, B=%0b, Greater=%0b, Equal=%0b, lesser=%0b",tA,tB,tg,te,tl);
#10;tA=4'b0001 ;tB=4'b0000;  $strobe($time,"A=%0b, B=%0b, Greater=%0b, Equal=%0b, lesser=%0b",tA,tB,tg,te,tl);
#10;tA=4'b0010 ;tB=4'b0000;  $strobe($time,"A=%0b, B=%0b, Greater=%0b, Equal=%0b, lesser=%0b",tA,tB,tg,te,tl);
#10;tA=4'b0011 ;tB=4'b0000;  $strobe($time,"A=%0b, B=%0b, Greater=%0b, Equal=%0b, lesser=%0b",tA,tB,tg,te,tl);
#10;tA=4'b0100 ;tB=4'b0000;  $strobe($time,"A=%0b, B=%0b, Greater=%0b, Equal=%0b, lesser=%0b",tA,tB,tg,te,tl);
#10;tA=4'b0101 ;tB=4'b0000;  $strobe($time,"A=%0b, B=%0b, Greater=%0b, Equal=%0b, lesser=%0b",tA,tB,tg,te,tl);
#10;tA=4'b0110 ;tB=4'b0000;  $strobe($time,"A=%0b, B=%0b, Greater=%0b, Equal=%0b, lesser=%0b",tA,tB,tg,te,tl);
#10;tA=4'b0111 ;tB=4'b0000;  $strobe($time,"A=%0b, B=%0b, Greater=%0b, Equal=%0b, lesser=%0b",tA,tB,tg,te,tl);
#10;tA=4'b1000 ;tB=4'b0000;  $strobe($time,"A=%0b, B=%0b, Greater=%0b, Equal=%0b, lesser=%0b",tA,tB,tg,te,tl);
#10;tA=4'b1001 ;tB=4'b0000;  $strobe($time,"A=%0b, B=%0b, Greater=%0b, Equal=%0b, lesser=%0b",tA,tB,tg,te,tl);
#10;tA=4'b1010 ;tB=4'b0000;  $strobe($time,"A=%0b, B=%0b, Greater=%0b, Equal=%0b, lesser=%0b",tA,tB,tg,te,tl);
#10;tA=4'b1011 ;tB=4'b0000;  $strobe($time,"A=%0b, B=%0b, Greater=%0b, Equal=%0b, lesser=%0b",tA,tB,tg,te,tl);
#10;tA=4'b1100 ;tB=4'b0000;  $strobe($time,"A=%0b, B=%0b, Greater=%0b, Equal=%0b, lesser=%0b",tA,tB,tg,te,tl);
#10;tA=4'b1101 ;tB=4'b0000;  $strobe($time,"A=%0b, B=%0b, Greater=%0b, Equal=%0b, lesser=%0b",tA,tB,tg,te,tl);
#10;tA=4'b1110 ;tB=4'b0000;  $strobe($time,"A=%0b, B=%0b, Greater=%0b, Equal=%0b, lesser=%0b",tA,tB,tg,te,tl);
#10;tA=4'b1111 ;tB=4'b0000;  $strobe($time,"A=%0b, B=%0b, Greater=%0b, Equal=%0b, lesser=%0b",tA,tB,tg,te,tl);
#10;  $strobe($time,"A=%0b, B=%0b, Greater=%0b, Equal=%0b, lesser=%0b",tA,tB,tg,te,tl);
end
endmodule
==> flow/run.sh <==
#!/bin/bash
# OpenROAD 26Q1-2900-gdf79404cd8, Yosys 0.63+post, stock flow scripts
make -C /OpenROAD-flow-scripts/flow DESIGN_CONFIG=/design/flow/config.mk WORK_HOME=/design/flow/orfs finish
==> flow/constraint.sdc <==
current_design comparator

set clk_period 1.7
set clk_io_pct 0.2

create_clock -name clk0 -period $clk_period

set non_clock_inputs [all_inputs -no_clocks]
set_input_delay [expr $clk_period * $clk_io_pct] -clock clk0 $non_clock_inputs
set_output_delay [expr $clk_period * $clk_io_pct] -clock clk0 [all_outputs]
==> flow/config.mk <==
export PLATFORM = sky130hd
export DESIGN_NAME = comparator
export DESIGN_NICKNAME = comparator
export VERILOG_FILES = /design/flow/design.v
export SDC_FILE = /design/flow/constraint.sdc
export NUM_CORES = 4
export LEC_CHECK = 1
export CORE_AREA = 10 10 70 70
export DIE_AREA = 0 0 80 80
==> ds_physical_params.txt <==
Physical design parameters

Parameter                              Value

Final layout
  Flop count    0
  Share of final-layout standard cells stronger than drive strength 1    0.378
  Finished Layout Cells    83
  Final core utilization    0.107
  Total area of sequential cells    0 um2
  Layout area overhead    140%
  Layout clock buffer count    0

Status
  Outcome    completed

Placed design
  Last weighted congestion value of the routability-driven placer    0.775
  Worst slack, placed    -0.636 ns
  HPWL after DPL    517 um
  Port buffer count    11
  Post-placement cell count    81

Global routing
  Number of antenna violations at the first check in global routing    0
  Global-route wire length before repair    1010 um
  Vias in the first global route    233
  Maximum number of pins on one net before global-route repair    6
  Global route overflow    0
  Aggregate global-route resource usage    0.0189

Synthesis
  Post-synth mux share    0
  Xor+xnor area frac    0.0579
  Syn Inst Count    22
  Distinct lib cells used    13
  Mean instance size in the synthesized netlist    6.88 um2
  Number of warnings printed during yosys synthesis    0
  Fraction of the mapped netlist area in adder cells    0.165
  Post-synth seq share    0
  Post-synthesis cell count from yosys    22
  Top non-seq family    AND-OR/OR-AND gates
  Simple logic cell fraction of the synthesized area    0.322
  Area reported by Yosys stat    151 um2
  Post-synthesis cell area    151 um2
  Compound-cell area share of the yosys netlist    0.331

Worst hold path
  Cell depth of the worst hold path    5
  End point of the most critical hold path    l
  Startpoint of the most critical hold path    B[3]
  Class of the tightest hold or removal check    in2out

Timing
  Crit path setup slack, layout    0.0714 ns
  RSZ-0062 raised after global routing    no
  Tmin final    1.63 ns
  Fin crit share    0.958
  Hold Vio Cnt, Final    0
  Headroom to the max-slew limit    0.835
  Max-slew violations    0
  Setup-violating endpoint count in the final report    0
  Summed negative setup slack over all endpoints    0 ns
  Maximum clock rate    614 MHz
  Actual transition at the worst max-transition pin    0.247 ns

Floorplan
  Cell row count    21
  Top-Level Pins    11
  Die boundary height    80 um
  Core area    3420 um2
  Core utilization at floorplan    0.0443
  Horiz. Die Dim    80 um
  Total Die Area    6400 um2

Setup path
  Worst path slowest cell    sky130_fd_sc_hd__dlygate4sd2_1
  Element type at the critical path end    primary output
  Kind of critical path    in2out
  CP arrival    1.29 ns
  Endpoint required time on the critical path    1.36 ns
  Slowest Stage Delay on Critical Path    0.27 ns
  Critical path peak fanout    3
  Worst path cell trace    dlygate4sd2_1 > and2b_4 > buf_4 > nor4_4 > buf_2
  Worst Setup Start Kind    input port

Routing
  Vias    208
  First-pass detailed-route iteration total    2
  Vias/cell    2.51
  Number of DRC markers in iteration 0    6
  Per-cell routed wire length    7.34 um
  Final antenna-violating net count    0
  Number of diodes    0
  Remaining design rule violation count    0
  Total wirelength of the detailed-routed design    609 um

Clocking
  Hold-fix buffer count after cts    0

Power
  Worst voltage drop across the vdd grid    22.3 uV
  Leak Pwr    0.161 nW
  Total power density per cell area    207 nW/um2
  Total design power    0.0752 mW

Run
  Maximum Capacitance Violations    0
  Number of warnings in the stage logs    33
## report_power, final
group          internal [mW]  leakage [nW]  switching (mW)
logic                 0.0428         0.161          0.0324
clock network              0             0               0
registers                  0             0               0
## placed cells by master, fill, tap and decap left out, drive strengths merged, types with 2 or more instances in the layout
cell type / netlist / layout
o21ai: 2 / 2
o211ai: 2 / 2
nand2b: 2 / 2
ha: 2 / 2
dlygate4sd2: 0 / 8
inv: 5 / 5
a31oi: 2 / 2
buf: 0 / 5
clkbuf: 0 / 2
## per-layer routing
metal  part of all wire  wire length [um]  global-route usage
met1               0.38               234              0.0198
met3              0.043                26             0.00114
met2               0.57               348              0.0409
met4                  0                 0                   0
met5                  0                 0                   0
## critical path, delay by kind of cell
| kind | cells | cell delay, ns |
|---|---|---|
| buffers and inverters | 3 | 0.53 |
| AND/OR/NAND/NOR | 2 | 0.42 |
## cell type report
| cell class | count | area, um2 |
|---|---|---|
| Inverter | 5 | 18.8 |
| Multi-Input combinational cell | 17 | 173 |
| Fill cell | 396 | 3050 |
| Timing Repair Buffer | 15 | 115 |
| Tap cell | 46 | 57.6 |
## worst max-delay path by stage
stage / slack (ns) / end / start / depth (start not counted)
4_1_cts: 0.009 / g / B[3] / 5
5_1_grt: 0.02 / e / B[0] / 5
6_report: 0.07 / e / B[0] / 5
## stage by stage
step / hold WS, ns / area, um2
2_1_floorplan: 0.759 / 151
3_3_place_gp: 1.76 / 334
3_5_place_dp: 1.77 / 334
4_1_cts: 1.31 / 367
5_1_grt: 1.27 / 364
6_report: 1.23 / 364
## cell usage after synthesis
cell type,number,area (um2)
sky130_fd_sc_hd__nor4_2,1,12.5
sky130_fd_sc_hd__a21oi_1,1,5.00
sky130_fd_sc_hd__a31oi_1,2,12.5
sky130_fd_sc_hd__and2b_4,1,10.0
sky130_fd_sc_hd__o211ai_1,2,15.0
sky130_fd_sc_hd__nand2b_1,2,12.5
sky130_fd_sc_hd__nand3_1,1,5.00
sky130_fd_sc_hd__o21ai_1,2,10.0
sky130_fd_sc_hd__nor2b_2,1,8.76
sky130_fd_sc_hd__ha_1,2,25.0
sky130_fd_sc_hd__inv_1,5,18.8
sky130_fd_sc_hd__a21boi_1,1,7.51
sky130_fd_sc_hd__xor2_1,1,8.76
## cells by family after synthesis
kind of cell | count (synthesis)
AND-OR/OR-AND | 8
AND/OR/NAND/NOR | 6
buffers and inverters | 5
adder cells (fa/ha/maj) | 2
XOR/XNOR | 1
## repair_timing
item	in CTS	in global routing
pin swaps	3	3
buffers inserted	2	0
endpoints found under the setup margin	3	3
resized	19	4
No activity file was given, so power comes from the tool's default toggle rates.
